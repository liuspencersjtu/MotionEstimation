File: flow/run.sh
#!/bin/bash
# OpenROAD 26Q1-2900-gdf79404cd8, Yosys 0.63+post, stock flow scripts
make -C /OpenROAD-flow-scripts/flow DESIGN_CONFIG=/design/flow/config.mk WORK_HOME=/design/flow/orfs finish
File: flow/config.mk
export PLATFORM = sky130hd
export DESIGN_NAME = ctl
export DESIGN_NICKNAME = ctl
export VERILOG_FILES = /design/flow/design.v
export SDC_FILE = /design/flow/constraint.sdc
export NUM_CORES = 4
export LEC_CHECK = 1
export CORE_UTILIZATION = 30
File: flow/design.v
module ctl(
	input wire clk,
	output 	reg	rd1,rd2,
	output	reg	[10:0]	addr1_0, addr1_1, 
	output	reg	[10:0]	addr2_0, addr2_1, 
	output	reg	[3:0]	mv_vertical,
	output	reg	compare
	);
	reg	[4:0] cnt_inloop;
	always @(posedge clk) begin
		if (cnt_inloop==19) begin 
			cnt_inloop<=0;
			if (addr2_0==1916) begin
				addr2_0<=0;	
				addr2_1<=addr2_1+4; 
			end
			else begin
				addr2_0<=addr2_0+4; 
			end			
		end
		else  begin
			cnt_inloop<=cnt_inloop+1;
		end
	end
	always @(posedge clk) begin
		if (cnt_inloop==0) begin  
				addr1_0<=addr2_0;
				addr1_1<=addr2_1;			
		end
		if (cnt_inloop != 19) begin
			addr1_1<=addr1_1+1;
		end
	end
	always @(posedge clk ) begin
		if (cnt_inloop==0 || cnt_inloop==1 || cnt_inloop==2 || cnt_inloop==19) begin
			compare<=0;
		end
		else begin
			compare<=1;  
		end
	end
	always @(posedge clk) begin
		case(cnt_inloop)
		0:;
		1:;
		2:;
		3:mv_vertical<=0;
		4:mv_vertical<=1;
		5:mv_vertical<=2;
		6:mv_vertical<=3;
		7:mv_vertical<=4;
		8:mv_vertical<=5;
		9:mv_vertical<=6;
		10:mv_vertical<=7;
		11:mv_vertical<=8;
		12:mv_vertical<=9;
		13:mv_vertical<=10;
		14:mv_vertical<=11;
		15:mv_vertical<=12;
		16:mv_vertical<=13;
		17:mv_vertical<=14;
		18:mv_vertical<=15;
		19:;
		endcase
	end
	always @(posedge clk) begin
		if (cnt_inloop==19) begin
			rd2<=1;
		end
		else begin
			rd2<=0;
		end
	end
	always @(posedge clk) begin
		if (cnt_inloop !=19) begin
			rd1<=1;
		end
		else begin
			rd1<=0;
		end
	end
	initial begin
		addr1_0<=0;
		addr1_1<=0;
		addr2_0<=0;
		addr2_1<=0;
		cnt_inloop<=0;
	end
endmodule
File: flow/constraint.sdc
current_design ctl

set clk_period 4.6
set clk_io_pct 0.2

create_clock -name clk0 -period $clk_period [get_ports {clk}]

set non_clock_inputs [all_inputs -no_clocks]
set_input_delay [expr $clk_period * $clk_io_pct] -clock clk0 $non_clock_inputs
set_output_delay [expr $clk_period * $clk_io_pct] -clock clk0 [all_outputs]
==> impl_metrics.py <==
# Synthesis and PnR figures
metrics = {
    "placement": {
        "pre_cts_slack_ns": 2.23,
        "dp.cells": 346,
        "place_area_um2": 2950,
        "port-buffer-count": 45,
        "hpwl_mm": 3.06,
        "gp_congestion": 0.777,
    },
    "power": {
        "pwr_density_cell_nw_per_um2": 242,
        "p_leak_nw": 1.08,
        "vdd_ir_drop_max_mv": 0.104,
    },
    "grt": {
        "first_global_vias": 1521,
        "grtUsageMet2": 0.162,
        "grt_pass1_wl_mm": 7.42,
        "gr-total-overflow": 0,
        "grt_max_degree": 27,
        "antenna_found_initial": 0,
        "grt_busiest_layer": "met1",
        "grt_use_total": 0.114,
        "use_met1": 0.190,
        "use_met3": 0.0272,
    },
    "final_layout": {
        "instances_no_fill": 354,
        "design_area_um2": 3030,
        "drive_above_1_share": 0.0556,
        "syn_to_final_growth_pct": 25.9,
        "fill_cells": 731,
        "utilization": 0.392,
    },
    "status": {
        "outcome": "finished, final reports clean",
    },
    "floorplan": {
        "rows": 32,
        "io_pins": 52,
        "die-area_um2": 8390,
        "core_um2": 7730,
        "initial_core_util": 0.312,
        "die_x_um": 91.6,
        "die_height_um": 91.6,
    },
    "cts": {
        "cts_resized": 0,
        "cts_buffers": 5,
        "postCtsSetupBuffers": 0,
        "clockBufferDepth": 2,
        "ctsRootBufferMaster": "clkbuf_8",
        "clock-sinks": 50,
        "clk_pin_slew_ns": 0.09,
        "htreeDepth": 2,
        "cts_hold_buf": 0,
        "cts_tree": "done",
        "clock.latency.late_pin_ns": 0.30,
    },
    "synth": {
        "synth.area.top_cells": "edfxtp_1 52%, dfxtp_1 6.6%, ha_1 4.2%, nand3_1 3.3%, xnor2_1 3.3%",
        "synth_top_area_share": 0.524,
        "yosys.area.top_type": "edfxtp_1",
        "synth_area_um2": 2410,
        "async_reset_ff_frac": 0,
        "synthCells": 206,
        "edf_count": 42,
        "ys_seq_share": 0.590,
        "yosys_warnings": 1,
        "syn_area_per_cell_um2": 11.7,
        "numSynthFlops": 50,
        "ys_cells": 206,
        "synth_cell_types": 40,
        "yosysChipArea_um2": 2410,
        "synthFlopType": "edfxtp_1",
    },
    "timing": {
        "fin_tns_setup_ns": 0,
        "slew_headroom": 0.547,
        "worst_pin_slew_ns": 0.676,
        "setup_ws_ns": 2.24,
        "period_needed_ns": 2.36,
        "fmax_mhz": 423,
        "finalSetupViolCount": 0,
        "post-route-period-util": 0.513,
        "finalHoldViolCount": 0,
        "slew_viol_final": 0,
        "skew_ns": 0.00729,
        "rsz0062_at_grt": "false",
    },
    "job": {
        "warning_count": 29,
        "max_cap_viol_count": 0,
    },
    "worst_hold_path": {
        "hp-class": "reg2reg",
    },
    "setup_path": {
        "rr_startpoint": "cnt_inloop[0]$_SDFF_PP0_",
        "r2r_setup_slack_ns": 2.24,
        "start_kind": "register",
        "worstRegToRegCells": 4,
        "crit_type": "reg2reg",
        "startpoint": "cnt_inloop[0]$_SDFF_PP0_",
        "arrival_ns": 2.33,
        "cp-endpoint": "addr2_1[2]$_DFFE_PP_",
        "worstPathRequired_ns": 4.56,
        "worstSetupEndpointType": "register",
        "worst-path-max-fanout": 26,
        "r2r-end": "addr2_1[2]$_DFFE_PP_",
    },
    "drt": {
        "drc": 0,
        "antenna_left": 0,
        "wl_per_cell_um": 12.7,
        "drt_iter0_markers": 30,
        "antenna_cells_inserted": 0,
        "detail_route.wirelength_mm": 4.49,
        "drt-vias-per-instance": 4.67,
        "firstDrtPassIters": 4,
        "vias": 1652,
    },
}
[cell usage after synthesis (2+ instances only)]
master and n:
a21oi_1 6, a31oi_1 2, and2_1 3, and4_1 2, buf_4 6, clkbuf_1 6
dfxtp_1 8, edfxtp_1 42, ha_1 8, inv_1 7, nand2_1 16, nand2b_1 6
nand3_1 16, nand4_1 5, nor2_1 12, nor3_1 2, o211ai_1 6, o21ai_0 10
o31ai_1 3, or3_1 2, or4_1 6, xnor2_1 9, xor2_1 6
[through the flow]
stage	power, mW	hold slack [ns]
floorplan	0.497	0.424
global placement	0.494	0.490
detailed placement	0.493	0.486
CTS	0.741	0.507
global route	0.759	0.520
finish	0.732	0.511
[flip-flops by register name, indices dropped and copies added (netlist names)]
signal,count
cnt_inloop,5
addr1_1,11
addr1_0,9
rd2,1
addr2_0,9
rd1,1
compare,1
mv_vertical,4
addr2_1,9
[layout by cell type, fill, tap and decap left out, types with 2 or more instances in the layout]
master           synthesis  routed
o21ai_0                 10      10
xor2_1                   6       6
or4_1                    6       6
nand3_1                 16      16
nand4_1                  5       5
a21oi_1                  6       6
o31ai_1                  3       3
nand2b_1                 6       6
and4_1                   2       2
and2_1                   3       3
a31oi_1                  2       2
dfxtp_1                  8       8
ha_1                     8       8
o211ai_1                 6       6
or3_1                    2       2
inv_1                    7       7
nand2_1                 16      16
clkbuf_8                 0       5
nor2_1                  12      12
xnor2_1                  9       9
conb_1                   1       6
nor3_1                   2       2
edfxtp_1                42      42
clkdlybuf4s50_1          0      45
[cells by family after synthesis]
kind of cell / Yosys count / synth area share
flip-flops: 50 / 0.590
other: 1 / 0.00156
adder cells (fa/ha/maj): 8 / 0.0416
buffers and inverters: 21 / 0.0426
AND/OR/NAND/NOR: 78 / 0.182
XOR/XNOR: 15 / 0.0545
AND-OR/OR-AND: 33 / 0.0873
[worst max-delay path, stage by stage, from the launching register on]
cell	delay, ns
dfxtp_1	0.44
ha_1	0.30
nand4bb_2	0.35
inv_2	0.47
and2_1	0.45
[layer usage]
layer | wire [um] | vias to the layer above
li1 | - | 842
met1 | 2280 | 751
met2 | 1880 | 52
met3 | 261 | 7
met4 | 68 | 0
met5 | 0 | -
[power breakdown]
part	leakage, nW	switching [mW]	internal [mW]
registers	0.553	0	0.483
logic	0.488	0.0000810	0
clock network	0.0416	0.145	0.104
total	1.08	0.145	0.587
[area by class of cell]
cell class / count / area [um2] / area share
Timing Repair Buffer: 46 / 458 / 0.151
Multi-Input combinational cell: 140 / 910 / 0.300
Clock buffer: 5 / 68.8 / 0.0227
Tap cell: 102 / 128 / 0.0421
Inverter: 8 / 30.0 / 0.00991
Sequential cell: 50 / 1420 / 0.469
Clock inverter: 3 / 16.3 / 0.00537
[worst min path at each step]
stage	start	end	slack (ns)	cells past startpoint
final	cnt_inloop[0]$_SDFF_PP0_	cnt_inloop[0]$_SDFF_PP0_	0.51	1
after CTS	cnt_inloop[0]$_SDFF_PP0_	cnt_inloop[0]$_SDFF_PP0_	0.51	1
after global routing	cnt_inloop[0]$_SDFF_PP0_	cnt_inloop[0]$_SDFF_PP0_	0.52	1
Power and IR drop assume default switching activity.

[run.sh]
#!/bin/bash
# OpenROAD 26Q1-2900-gdf79404cd8, Yosys 0.63+post, stock flow scripts
make -C /OpenROAD-flow-scripts/flow DESIGN_CONFIG=/design/flow/config.mk WORK_HOME=/design/flow/orfs finish
[config.mk]
export PLATFORM = sky130hd
export DESIGN_NAME = comparator
export DESIGN_NICKNAME = comparator
export VERILOG_FILES = /design/flow/design.v
export SDC_FILE = /design/flow/constraint.sdc
export NUM_CORES = 4
export LEC_CHECK = 1
export CORE_UTILIZATION = 40
[constraint.sdc]
current_design comparator

set clk_period 11.0
set clk_io_pct 0.2

create_clock -name clk0 -period $clk_period [get_ports {clk}]

set non_clock_inputs [all_inputs -no_clocks]
set_input_delay [expr $clk_period * $clk_io_pct] -clock clk0 $non_clock_inputs
set_output_delay [expr $clk_period * $clk_io_pct] -clock clk0 [all_outputs]
[design.v]
module comparator(
	input wire [191:0] mad_12_16_in,
	input wire	clk,
	input wire	compare, 
	input wire	[3:0]mv_vertical, 
	output	reg [3:0] mvx,
	output	reg [3:0] mvy 
	);
	wire [11:0] mad[15:0];
	genvar unpk_idx; generate for (unpk_idx=0; unpk_idx<(16); unpk_idx=unpk_idx+1) begin; assign mad[unpk_idx][((12)-1):0] = mad_12_16_in[((12)*unpk_idx+(12-1)):((12)*unpk_idx)]; end endgenerate
	integer	i;
	reg [11:0]min;  
	always @(posedge clk) begin
		if (compare) begin			
			if (mv_vertical==0) begin 
				min<=mad[0];
				mvx<=0;
				mvy<=mv_vertical;
				for(i=1;i<16;i=i+1)begin
				if (mad[i]<min) begin
					min<=mad[i];
					mvx<=i;
					mvy<=mv_vertical;
				end
				end
			end
			else for(i=0;i<16;i=i+1)begin
				if (mad[i]<min) begin
					min<=mad[i];
					mvx<=i;
					mvy<=mv_vertical;
				end
			end	
		end	
	end
endmodule
==> flow_metrics.py <==
# Generated from Yosys and OpenROAD reports
metrics = {
    "outcome": {
        "status": "complete, no violations",
    },
    "sta": {
        "relSlewSlack": 0.4984,
        "setup_tns_ps": 0,
        "drv_slew": 0,
        "rsz0062_at_grt": "false",
        "fin_ws_ps": 5562,
        "fin_crit_sh": 0.4944,
        "max_freq_mhz": 183.9,
        "finalSetupViolCount": 0,
        "fin_crit_ps": 5438,
        "worst_slew_pin_slew_ps": 733.4,
        "finalClockSkew_ps": 1.388,
        "hold_viol_final": 0,
    },
    "detailed_routing": {
        "drc": 0,
        "drt_iter0_drc": 509,
        "wl_met2_mm": 12.10,
        "first_pass_iters": 6,
        "vias": 7156,
        "dr.max_layer_used": "met4",
        "drt_wl_total_mm": 26.23,
        "wl_per_cell_um": 22.97,
        "dr_wl_met3_mm": 2.411,
        "m1WireLength_mm": 11.06,
        "n_antenna_cell": 0,
        "drtAntennaViolNets": 0,
        "routed_via_density": 6.266,
    },
    "floorplan": {
        "row_count": 45,
        "dieArea_um2": 16060,
        "io_pins": 206,
        "die_h_um": 126.7,
        "fp_util": 0.4095,
        "chipWidth_um": 126.7,
        "core_area_um2": 15200,
    },
    "setup_path": {
        "cp.required_ps": 10980,
        "path_class": "input pin to flip-flop",
        "cp-start-kind": "input pin",
        "end_kind": "flip-flop",
        "crit_start": "mad_12_16_in[129]",
        "critPathCapture": "min[5]",
        "rr_worst_depth": 11,
        "rrSetupSlack_ps": 6970,
        "timing.rr.start": "min[9]",
        "r2r_end": "min[5]",
        "crit_fanout": 7,
        "arrival_ps": 5420,
    },
    "clocking": {
        "cts_resized": 0,
        "path_clk_slew_ps": 60,
        "htree_levels": 1,
        "postCtsHoldBufs": 0,
        "cts_sinks": 20,
        "clockBufferDepth": 2,
        "cts_root_buf": "clkbuf_16",
        "cts_made_buffers": 3,
        "clkLatencyLatePin_ps": 250,
        "cts_tree": "yes",
        "post_cts_buffers": 0,
    },
    "logic_synthesis": {
        "largest_area_cell": "ha_1",
        "synth_stat.cells": 749,
        "ys_top_cells_by_area": "ha_1, edfxtp_1, nor2_1, o21ai_0, a211oi_1",
        "ys_seq_frac": 0.09648,
        "ys_chip_area_um2": 6225,
        "syn_area_um2": 6225,
        "ff_type": "edfxtp_1",
        "syn_area_per_cell_um2": 8.311,
        "synthCells": 749,
        "top_area_frac": 0.3538,
        "async_reset_ff_frac": 0,
        "ys_ff": 20,
        "ys_warn_count": 1,
        "synthTopCellsByCount": "ha_1, nor2_1, o21ai_0, nand2_1, nor3_1",
        "ys_types": 65,
        "most_common_cell": "ha_1",
        "edf_count": 20,
    },
    "global_route": {
        "grt_pass1_vias": 6917,
        "overflow": 0,
        "antenna_found_initial": 0,
        "grt_start_max_net_pins": 28,
        "grt_usage": 0.3301,
        "grt_pass1_wl_mm": 39.54,
    },
    "power": {
        "leakagePower_nw": 3.672,
        "powerDensity_nw_per_um2": 143.5,
        "power.internal_mw": 0.5858,
        "totalPowerFinal_mw": 1.241,
        "p_clk_frac": 0.081,
        "comb_power_share": 0.824,
        "p_sw_mw": 0.6549,
        "netSwitchingFraction": 0.5278,
        "seqPwrFrac": 0.095,
        "peakVddDrop_uv": 78.99,
    },
    "place": {
        "dpl_worst_slack_ps": 5401,
        "place_hpwl_mm": 21.69,
        "io_buffers": 205,
        "dpl_cell_area_um2": 8542,
        "gp_congestion": 0.9629,
    },
    "layout": {
        "fin_area_um2": 8647,
        "area_delta_synth_final_pct": 38.91,
        "drive_above_1_share": 0.04193,
    },
    "job": {
        "maxCapViolCount": 0,
        "tool_warnings": 26,
    },
    "min_path": {
        "min_path_type": "flip-flop to flip-flop",
    },
}
## registers in the layout, summed over array words and instances, names as in the netlist
name / cells
min: 12
mvx: 4
mvy: 4
## layer usage
metal / GRT usage / up-vias
li1: - / 3451
met2: 0.5512 / 361
met1: 0.4416 / 3299
met3: 0.06747 / 45
met4: 0.07633 / 0
met5: 0 / -
## worst max-delay path: stages
cell	delay (ps)
clkdlybuf4s50_1	440
ha_1	320
a2111oi_0	670
o21ai_0	200
o21ai_0	160
a31o_2	190
nand2_1	210
o22a_1	270
a222oi_1	650
o31ai_1	120
## layout make-up
| class | instances | area [µm²] |
|---|---|---|
| clock buffers | 3 | 75.07 |
| flip-flops and latches | 20 | 600.6 |
| inverters | 20 | 75.07 |
| well taps | 188 | 235.2 |
| multi-input cells | 687 | 5444 |
| clock inverters | 1 | 30.03 |
| repair buffers | 223 | 2187 |
| fillers | 1329 | 6555 |
## stage by stage
step                instances    util  hold WS [ps]
floorplan                 749       -          1242
global placement         1138  0.5619          1408
detailed placement       1138  0.5619          1434
CTS                      1142  0.5688          1456
global route             1142  0.5688          1616
finish                   1142  0.5688          1471
## cell usage in the layout, fill, tap and decap left out, types with 10 or more instances in the layout
| cell | count |
|---|---|
| a211o_1 | 16 |
| mux2i_1 | 11 |
| nor2b_1 | 14 |
| nand2b_1 | 10 |
| a221oi_1 | 12 |
| o22ai_1 | 13 |
| a21o_1 | 20 |
| buf_4 | 18 |
| o211ai_1 | 14 |
| ha_1 | 176 |
| nor2_1 | 70 |
| o21a_1 | 15 |
| clkdlybuf4s50_1 | 205 |
| a21oi_1 | 31 |
| edfxtp_1 | 20 |
| nand2_1 | 42 |
| a211oi_1 | 25 |
| o21ai_0 | 47 |
| a31oi_1 | 15 |
| inv_1 | 20 |
| nor3_1 | 36 |
| nand3_1 | 13 |
## cells by family (layout without fill, tap and decap cells)
| group | count (synthesis) | in the layout | synth area share |
|---|---|---|---|
| buffers and inverters | 42 | 247 | 0.02894 |
| AND-OR/OR-AND | 288 | 288 | 0.3399 |
| multiplexers | 13 | 13 | 0.02131 |
| adder cells (fa/ha/maj) | 176 | 176 | 0.3538 |
| flip-flops | 20 | 20 | 0.09648 |
| AND/OR/NAND/NOR | 210 | 210 | 0.1596 |
## worst min path at each step
stage	slack (ps)	cells after the start	startpoint	endpoint
5_1_grt	1620	7	min[11]	mvx[0]
6_report	1470	8	min[8]	mvx[0]
4_1_cts	1460	8	min[8]	mvx[0]
## power by group through the flow
stage | logic (mW) | clock network [mW] | registers [mW]
5_1_grt | 1.12 | 0.105 | 0.119
4_1_cts | 1.01 | 0.101 | 0.118
6_report | 1.02 | 0.101 | 0.118
No activity file was given, so power comes from the tool's default toggle rates.

<file path="design/flow/design.v">
module pe(
	input wire	[7:0]data1,
	input wire	[7:0]data2,
	output wire	[7:0]data_out
	);
	assign data_out =(data1>=data2)?(data1-data2):(data2-data1);
endmodule
</file>
<file path="design/flow/run.sh">
#!/bin/bash
# OpenROAD 26Q1-2900-gdf79404cd8, Yosys 0.63+post, stock flow scripts
make -C /OpenROAD-flow-scripts/flow DESIGN_CONFIG=/design/flow/config.mk WORK_HOME=/design/flow/orfs finish
</file>
<file path="design/flow/config.mk">
export PLATFORM = sky130hd
export DESIGN_NAME = pe
export DESIGN_NICKNAME = pe
export VERILOG_FILES = /design/flow/design.v
export SDC_FILE = /design/flow/constraint.sdc
export NUM_CORES = 4
export LEC_CHECK = 1
export CORE_AREA = 10 10 70 70
export DIE_AREA = 0 0 80 80
</file>
<file path="design/flow/constraint.sdc">
current_design pe

set clk_period 6.5
set clk_io_pct 0.2

create_clock -name clk0 -period $clk_period

set non_clock_inputs [all_inputs -no_clocks]
set_input_delay [expr $clk_period * $clk_io_pct] -clock clk0 $non_clock_inputs
set_output_delay [expr $clk_period * $clk_io_pct] -clock clk0 [all_outputs]
</file>
==> flow_summary.json <==
{
  "status": "complete, no violations",
  "nClkBuffers": 0,
  "critPathMaxStageDelay_ns": 0.55,
  "n_antenna_cell": 0,
  "hold_class": "in -> out",
  "slew_viol_final": 0,
  "critPathRequiredTime_ns": 5.20,
  "tool_warnings": 39,
  "hpwl_mm": 1.44,
  "ys_top_cells_by_area": "ha_1 (29%), mux2i_1 (11%), inv_1 (9.2%)",
  "globalplace.congestion": 0.907,
  "hold_violations": 0,
  "startpoint_type": "input port",
  "antenna_found_initial": 0,
  "coreArea_um2": 3420,
  "postRouteAntennaNets": 0,
  "drive_gt1_frac": 0.0495,
  "grt_max_degree": 10,
  "wl_per_cell_um": 10.7,
  "mi_logic_area_um2": 569,
  "netlist.top_cell.by_area": "ha_1",
  "wirelength_mm": 1.57,
  "drcViolationCount": 0,
  "area_growth_pct": 42.2,
  "max_cap_violations": 0,
  "flops": 0,
  "overflow": 0,
  "grt_pass1_wl_mm": 2.74,
  "chipArea_um2": 6400,
  "yosys_cells": 81,
  "setup_viol": 0,
  "yosysChipArea_um2": 652,
  "fin_crit_ns": 5.45,
  "setup_tns_ns": 0,
  "fp.dieH_um": 80,
  "common_cells": "inv_1 (16), ha_1 (15), mux2i_1 (7)",
  "peakVddDrop_mv": 0.0229,
  "fp-row-count": 21,
  "avgSynthCellArea_um2": 8.05,
  "ys_seq_frac": 0,
  "power_leakage_uw": 0.000477,
  "slowest_stage": "a221oi_4",
  "ctsHoldBuffers": 0,
  "ctsResizeCount": 0,
  "yosysTopAreaCellShare": 0.288,
  "powerDensity_nw_per_um2": 96.5,
  "drt_iter0_drc": 24,
  "endpoint_kind": "output port",
  "fp_util": 0.191,
  "grtUsageTotal": 0.0495,
  "synth_cell_types": 20,
  "post-cts-setup-buffer-count": 0,
  "io_pins": 24,
  "timing.slew.headroom": 0.630,
  "synthesis.area_um2": 652,
  "via_per_inst": 4.09,
  "tightest_slew_ns": 0.555,
  "fin_crit_sh": 0.839,
  "rsz0062_at_grt": "no",
  "vias": 601,
  "critical_path.cell_chain": "clkdlybuf4s50_1 -> inv_1 -> ha_1 -> a21o_1 -> a21o_1 -> a221oi_4 -> mux2i_1 -> xor2_1 -> clkdlybuf4s50_1",
  "die_w_um": 80,
  "seqCellArea_um2": 0,
  "synthCells": 81,
  "finalPower_uw": 89.5,
  "synth.most_common_cell": "inv_1",
  "first_pass_iters": 4,
  "grt_pass1_vias": 640,
  "ys_warn_count": 0,
  "clock.fmax_mhz": 183,
  "arrival_ns": 4.15,
  "nFillCells": 389,
  "port_buffers": 24,
  "path_max_fanout": 9,
  "critPathKind": "in -> out"
}
[through the flow]
step	cell area [um2]	setup slack, ns	util	hold WS [ns]	instances
finish	927	1.05	0.271	3.67	147
global route	927	0.861	0.271	3.76	147
CTS	927	1.03	0.271	3.70	147
detailed placement	927	1.04	0.271	3.70	147
global placement	927	1.05	0.271	3.68	147
floorplan	652	2.24	-	2.73	81
[critical path, delay by kind of cell]
kind / cells / cell delay [ns]
AND-OR/OR-AND: 3 / 0.98
XOR/XNOR: 1 / 0.18
adder cells (fa/ha/maj): 1 / 0.40
buffers and inverters: 3 / 1.02
multiplexers: 1 / 0.27
[layer usage]
| layer | vias to the layer above | share of wire | track usage |
|---|---|---|---|
| li1 | 321 | - | - |
| met1 | 267 | 0.45 | 0.0635 |
| met2 | 13 | 0.48 | 0.0851 |
| met3 | 0 | 0.069 | 0.0136 |
| met4 | 0 | 0 | 0 |
| met5 | - | 0 | 0 |
[cells in the final DEF (no fill, tap or decap), types with 3 or more instances in the layout]
| cell type | n |
|---|---|
| inv_1 | 16 |
| ha_1 | 15 |
| nand2_1 | 3 |
| mux2i_1 | 7 |
| a21oi_1 | 6 |
| xor2_1 | 4 |
| a21o_1 | 4 |
| clkdlybuf4s50_1 | 24 |
| a31oi_1 | 4 |
| a21o_2 | 3 |
[cells by family (layout without fill, tap and decap cells)]
group	after synthesis	after routing	synth area share
muxes	7	7	0.107
adders and majority gates	17	17	0.349
AOI/OAI and AO/OA	23	23	0.261
buffers and inverters	20	40	0.127
and+or+nand+nor	8	8	0.0748
xor gates and xnor gates	6	6	0.0806
[power by group]
part           leakage [uW]  total (uW)  switching (uW)  internal [uW]
clock network             0           0               0              0
logic              0.000477        89.5            35.6           53.9
registers                 0           0               0              0
[final cells by class]
| cell class | count | area share |
|---|---|---|
| Timing Repair Buffer | 24 | 0.259 |
| Multi-Input combinational cell | 61 | 0.614 |
| Tap cell | 46 | 0.0621 |
| Inverter | 16 | 0.0648 |
[worst paths after layout]
path | startpoint | end | slack [ns] | cells past startpoint
worst max-delay path | data1[5] | data_out[2] | 1.05 | 9
worst min-delay path | data2[0] | data_out[0] | 3.67 | 4
Power figures rest on the tool's default switching activity, not on a simulated workload.
